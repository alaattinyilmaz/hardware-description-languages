==> flow/design.v <==
module vga_controller_640_60 (clk, rst, HS, VS, hcount, vcount, blank);
input clk;
input rst;
output HS;
output VS;
output [10:0] hcount;
output [10:0] vcount;
output blank;
parameter HMAX = 11'b01100100000;  
parameter VMAX = 11'b01000001101;  
parameter HLINES = 11'b01010000000;  
parameter HFP = 11'b01010001000;  
parameter HSP = 11'b01011101000;  
parameter VLINES = 11'b00111100000;  
parameter VFP = 11'b00111100010;  
parameter VSP = 11'b00111100100;  
reg HS;
reg VS;
reg [10:0] hcount;
reg [10:0] vcount;
reg blank;
reg clk_25;
wire video_enable;
always @(posedge clk or posedge rst)
begin
	if (rst) clk_25 <= 1'b0;
	else clk_25 <= !clk_25;
end
always @(posedge clk_25 or posedge rst)
begin
	if (rst)
	begin
		blank <= 1'b0;	   
		hcount <= 11'd0;  
		vcount <= 11'd0;  
		HS <= 1'b0; 	   
		VS <= 1'b0; 	   
	end
	else 
	begin
		blank <= !video_enable;
		if (hcount == HMAX) hcount <= 11'd0;
		else hcount <= hcount + 1'b1;
		if ((hcount == HMAX) && (vcount == VMAX)) vcount <= 11'd0;
		else if (hcount == HMAX) vcount <= vcount + 1'b1;
		if ((hcount >= HFP) && (hcount < HSP)) HS <= 1'b0;
		else HS <= 1'b1;
		if ((vcount >= VFP) && (vcount < VSP)) VS <= 1'b0;
		else VS <= 1'b1;
	end
end
assign video_enable = ((hcount < HLINES) && (vcount < VLINES)) ? 1'b1 : 1'b0; 
endmodule
==> flow/run.sh <==
#!/bin/bash
# OpenROAD 26Q1-2900-gdf79404cd8, Yosys 0.63+post, stock flow scripts
make -C /OpenROAD-flow-scripts/flow DESIGN_CONFIG=/design/flow/config.mk WORK_HOME=/design/flow/orfs finish
==> flow/config.mk <==
export PLATFORM = sky130hd
export DESIGN_NAME = vga_controller_640_60
export DESIGN_NICKNAME = vga_controller_640_60
export VERILOG_FILES = /design/flow/design.v
export SDC_FILE = /design/flow/constraint.sdc
export NUM_CORES = 4
export LEC_CHECK = 1
export CORE_AREA = 10 10 106 106
export DIE_AREA = 0 0 116 116
==> flow/constraint.sdc <==
current_design vga_controller_640_60

set clk_period 1.1
set clk_io_pct 0.2

create_clock -name clk0 -period $clk_period [get_ports {clk}]

set non_clock_inputs [all_inputs -no_clocks]
set_input_delay [expr $clk_period * $clk_io_pct] -clock clk0 $non_clock_inputs
set_output_delay [expr $clk_period * $clk_io_pct] -clock clk0 [all_outputs]
==> results.sh <==
# physical design summary
export IMPL_viasPerCell=3.82
export IMPL_drt_first_pass_iters=4
export IMPL_io_pin_count=27
export IMPL_fp_utilization=0.151
export IMPL_hp_class="in -> async"
export IMPL_stdcell_count=266
export IMPL_status="finished, final reports clean"
export IMPL_grt_busiest_layer="met2"
export IMPL_clkLatencyLatePin_ps=0
export IMPL_grt_max_degree=26
export IMPL_area_delta_synth_final_pct=29.7
export IMPL_untimed_endpoints=50
export IMPL_skew_ps=0
export IMPL_wl_mm=3.11
export IMPL_dieHeight_um=116
export IMPL_maxSlewHeadroom=0.683
export IMPL_critPathSlowestCell="clkdlybuf4s50_1"
export IMPL_gp_congestion=0.838
export IMPL_clkTransAtPathRegs_ps=0
export IMPL_yosysSeqAreaShare=0.488
export IMPL_antenna_left=0
export IMPL_crit_chain="clkdlybuf4s50_1 > inv_1"
export IMPL_finalSetupTns_ps=0
export IMPL_wl_per_cell_um=11.7
export IMPL_start_kind="input pin"
export IMPL_ys_ff=26
export IMPL_hold_viol_final=0
export IMPL_p_leak_uw=0.000676
export IMPL_use_met1=0.0694
export IMPL_setup_viol=0
export IMPL_endpoint_kind="async pin"
export IMPL_placedCellCount=266
export IMPL_required_ps=1310
export IMPL_post_route_min_period_ps=481
export IMPL_drive_gt1_frac=0.0253
export IMPL_cp_top_family="buffers and inverters"
export IMPL_max_cap_violations=0
export IMPL_grtUsageMet3=0.00471
export IMPL_die_x_um=116
export IMPL_top_cells_by_area="dfrtp_1 (49%), ha_1 (4.7%), nand3_1 (4.1%), xnor2_1 (3.3%), nand2_1 (2.8%)"
export IMPL_globalRouteMet2Util=0.0793
export IMPL_flop_cell="dfrtp_1"
export IMPL_core_um2=8850
export IMPL_synthArstFlopShare=1.00
export IMPL_hpwlAfterDp_mm=2.44
export IMPL_vias=1016
export IMPL_synthDistinctLibCells=35
export IMPL_power_total_uw=61.2
export IMPL_period_used=0.437
export IMPL_overflow=0
export IMPL_syn_inst=133
export IMPL_chip_area_um2=13500
export IMPL_antenna_found_initial=0
export IMPL_ys_chip_area_um2=1330
export IMPL_cts_setup_buffers=0
export IMPL_ys_warn_count=1
export IMPL_n_antenna_cell=0
export IMPL_synth_area_per_cell_um2=10.0
export IMPL_max_stage_delay_ps=390
export IMPL_track_usage=0.0475
export IMPL_top_area_frac=0.488
export IMPL_grt_pass1_vias=1019
export IMPL_unclocked_regs=25
export IMPL_finalWorstSetupSlack_ps=619
export IMPL_edf_count=0
export IMPL_peakVddDrop_uv=223
export IMPL_tool_warnings=31
export IMPL_path_max_fanout=2
export IMPL_rsz0062_at_grt="no"
export IMPL_maxSlewViolCount=0
export IMPL_port_buffers=26
export IMPL_top_area_cell="dfrtp_1"
export IMPL_cts_resized=0
export IMPL_rows=34
export IMPL_worstPathArrival_ps=690
export IMPL_finish_utilization=0.195
export IMPL_syn_area_um2=1330
export IMPL_ys_cells=133
export IMPL_p_per_area_nw_per_um2=35.4
export IMPL_drtIter0Drc=82
export IMPL_hold_buffers=0
export IMPL_crit_type="in -> async"
export IMPL_fmax_mhz=2080
export IMPL_grt_pass1_wl_mm=5.36
export IMPL_max_slew_worst_pin_slew_ps=476
export IMPL_drc=0
export IMPL_post_place_ws_ps=614
export IMPL_crit_buf_inv=2
[logic make-up (layout without fill, tap and decap cells)]
kind of cell / Yosys count / count (layout) / share of synthesized area
and+or+nand+nor: 58 / 58 / 0.261
DFF: 26 / 26 / 0.488
muxes: 4 / 4 / 0.0310
AOI/OAI and AO/OA: 21 / 21 / 0.0901
xor gates and xnor gates: 7 / 7 / 0.0460
adders and majority gates: 5 / 5 / 0.0469
buffers and inverters: 12 / 37 / 0.0366
[cell usage after synthesis, types with 2 or more instances]
library cell	number
nand2_1	10
and2_1	4
nor4b_1	2
or4_1	2
xor2_1	2
o21ai_1	5
nand4_1	3
a21oi_1	7
ha_1	5
and4_1	3
nand3_1	11
o22ai_1	2
dfrtp_1	26
and3_1	2
inv_1	9
or3_1	2
nor3_1	3
o21ai_0	3
clkbuf_1	2
mux2i_1	3
xnor2_1	5
nor2_1	9
[power breakdown]
| group | total (uW) | internal (uW) | switching, uW |
|---|---|---|---|
| registers | 36.5 | 36.5 | 0 |
| clock network | 0 | 0 | 0 |
| logic | 24.7 | 5.67 | 19.0 |
[flip-flops by register name, indices dropped and copies added, names as in the netlist]
name and cells:
hcount 11, vcount 11, HS 1, VS 1, blank 1, clk_25 1
[path summary, 6_finish.rpt]
check	start	endpoint	slack [ps]	cells after the start
max	rst	clk_25	620	2
min	rst	clk_25	370	2
max reg2reg	clk_25	clk_25	620	1
min reg2reg	clk_25	clk_25	410	1
max in group clk0	clk_25	clk_25	620	1
min in group clk0	clk_25	clk_25	410	1
[layer usage]
layer	share of wire	wire, um	vias to the layer above
li1	-	-	523
met1	0.49	1520	479
met5	0	0	-
met4	0	0	0
met2	0.49	1510	14
met3	0.028	86	0
[cells in the final DEF (no fill, tap or decap), drive strengths merged, types with 2 or more instances in the layout]
| master | synthesis | layout |
|---|---|---|
| nor2 | 9 | 9 |
| nand2 | 10 | 10 |
| dfrtp | 26 | 26 |
| or4 | 2 | 2 |
| and3 | 2 | 2 |
| o21ai | 8 | 8 |
| ha | 5 | 5 |
| buf | 1 | 2 |
| inv | 9 | 9 |
| nand3 | 12 | 12 |
| xnor2 | 5 | 5 |
| a21oi | 7 | 7 |
| or3 | 2 | 2 |
| mux2i | 3 | 3 |
| clkdlybuf4s50 | 0 | 26 |
| nor3 | 3 | 3 |
| nor4b | 3 | 3 |
| o22ai | 2 | 2 |
| and4 | 3 | 3 |
| and2 | 4 | 4 |
| nand4 | 3 | 3 |
| xor2 | 2 | 2 |
[through the flow]
step | hold WS (ps) | instance area [um^2]
5_1_grt | 389 | 1730
4_1_cts | 377 | 1730
2_1_floorplan | 260 | 1330
3_3_place_gp | 373 | 1730
6_report | 374 | 1730
3_5_place_dp | 377 | 1730
[final cells by class]
class | instances | area (um^2)
repair buffers | 28 | 275
fillers | 965 | 7120
multi-input cells | 95 | 633
inverters | 9 | 33.8
flip-flops and latches | 26 | 651
well taps | 108 | 135
