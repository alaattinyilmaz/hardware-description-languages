**./config.mk**
```make
export PLATFORM = sky130hd
export DESIGN_NAME = top_mod
export DESIGN_NICKNAME = top_mod
export VERILOG_FILES = /design/flow/design.v
export SDC_FILE = /design/flow/constraint.sdc
export NUM_CORES = 4
export LEC_CHECK = 1
export CORE_UTILIZATION = 50
```
**./constraint.sdc**
```tcl
current_design top_mod

set clk_period 6.1
set clk_io_pct 0.2

create_clock -name clk0 -period $clk_period [get_ports {Clock}]

set non_clock_inputs [all_inputs -no_clocks]
set_input_delay [expr $clk_period * $clk_io_pct] -clock clk0 $non_clock_inputs
set_output_delay [expr $clk_period * $clk_io_pct] -clock clk0 [all_outputs]
```
**./design.v**
```verilog
module buttonCorrect(clk, button, reset, buttonCor);
input clk;
input button;
input reset;
output reg buttonCor;
reg [9:0]counter;
reg [9:0]sum2;
reg buttonC;
reg state;
always @ (posedge clk or posedge reset)
begin
if(reset)
begin
	state <= 1'b0;
	buttonCor <= 1'b0;
end
else
begin
	case(state)
		0:
		begin
		if (buttonC)
		begin
		state <= 1'b1;
		buttonCor <= 1'b1;
		end
		end
		1:
		begin
		if (!buttonC)
		state <= 1'b0;
		buttonCor <= 1'b0;
		end
	endcase
end
end
always @ (posedge clk or posedge reset)
begin
if(reset)
counter<=1'b0;
else
counter<=counter+1'b1;
end
always @ (posedge clk or posedge reset)
begin
if(reset)
sum2<=1'b0;
else if (counter==1023)
sum2<=1'b0;
else
sum2<=sum2+button;
end
always @ (posedge clk or posedge reset)
begin
	if(reset)
	buttonC<=1'b0;
	else if (sum2==0 && counter==1023)
	buttonC<=1'b0;
	else if (counter==1023 && sum2!=0)
	buttonC<=1'b1;
	else
	buttonC<=buttonC;
end
endmodule
module LCDI(clk, datain, dataout, control);
    input clk;
    input [31:0] datain;
    output [3:0] dataout;
    output [2:0] control;
	 reg [2:0] sel=0;
	 reg [25:0] delay=0;  
	 reg [5:0] state=0;
	 reg [3:0] dataout=0;
	 reg [2:0] control=0;  
	 reg [7:0] DR=0;
	 reg [7:0] MUX=0;
	 reg [3:0] temp=0;
	 always @(sel or datain)
	 case(sel)
	 0:temp = datain[3:0];
	 1:temp = datain[7:4];
	 2:temp = datain[11:8];
	 3:temp = datain[15:12];
	 4:temp = datain[19:16];
	 5:temp = datain[23:20];
	 6:temp = datain[27:24];
	 7:temp = datain[31:28];
	 endcase
	 always @(temp)
	 case(temp)
	 0:MUX = 8'h30;
	 1:MUX = 8'h31;
	 2:MUX = 8'h32;
	 3:MUX = 8'h33;
	 4:MUX = 8'h34;
	 5:MUX = 8'h35;
	 6:MUX = 8'h36;
	 7:MUX = 8'h37;
	 8:MUX = 8'h38;
	 9:MUX = 8'h39;
	 10:MUX = 8'h41;
	 11:MUX = 8'h42;
	 12:MUX = 8'h43;
	 13:MUX = 8'h44;
	 14:MUX = 8'h45;
	 15:MUX = 8'h46;
	 endcase
	 always @ (posedge clk)
	 begin
	 case(state)
	 0:begin delay <= 750_000; state<= 1;control <= 0;    end
	 1:begin 
	   if(delay==0)begin state <= 2; delay<=12; dataout<= 4'h3; control<=3'h4; end
		else delay <= delay -1; 
		end
	 2:begin if(delay==0)begin delay <= 205_000; state<= 3;control <= 0; end
	   else delay <= delay -1 ; 
		end
	 3:begin 
	   if(delay==0)begin state <= 4; delay<=12; dataout<= 4'h3; control<=3'h4; end
		else delay <= delay -1; 
		end
	 4:begin if(delay==0)begin delay <= 5_000; state<= 5;control <= 0; end
	   else delay <= delay -1 ; 
		end
	 5:begin 
	   if(delay==0)begin state <= 6; delay<=12; dataout<= 4'h3; control<=3'h4; end
		else delay <= delay -1; 
		end
	 6:begin if(delay==0)begin delay <= 2_000; state<= 7;control <= 0; end
	   else delay <= delay -1 ; 
		end
	 7:begin 
	   if(delay==0)begin state <= 8; delay<=12; dataout<= 4'h2; control<=3'h4; end
		else delay <= delay -1; 
		end
	 8:begin if(delay==0)begin delay <= 2_000; state<= 9;control <= 0; end
	   else delay <= delay -1 ; 
		end
	 9:begin 
	   if(delay==0)begin state <= 10;sel <= 4; end
		else delay <= delay -1; 
		end
	10:begin  case(sel)
	                0: begin state <= 20; delay <= 82_000; end
						 1: begin state <= 11; DR <= 8'h01; end
						 2: begin state <= 11; DR <= 8'h0C; end
						 3: begin state <= 11; DR <= 8'h06; end
						 4: begin state <= 11; DR <= 8'h28; end 		 
				 default: state <= 0 ;
				 endcase end
	11:begin state <= 12; control <= 0; dataout <= DR[7:4]; delay <= 2; sel <= sel -1; end
	12:begin if(delay==0)begin delay <= 12; state<= 13; control<=3'h4; end
	         else delay <= delay -1 ;end
	13:begin if(delay==0)begin delay <= 2; state<= 14; control<=0; end
	         else delay <= delay -1 ; end
	14:begin if(delay==0)begin delay <= 50 ; state<= 15; end
	         else delay <= delay -1 ; end
	15:begin if(delay==0)begin state <= 16; control <= 0; dataout <=DR[3:0]; delay <= 2;end
	         else delay <= delay -1 ; end
	16:begin if(delay==0)begin delay <= 12; state<= 17; control<=3'h4; end
	         else delay <= delay -1 ; end
	17:begin if(delay==0)begin delay <= 2; state<= 18; control<=0; end
	         else delay <= delay -1 ; end
	18:begin if(delay==0)begin delay <= 2_000 ; state<= 19; end
	         else delay <= delay -1 ; end
	19:begin if(delay==0)begin state<= 10; end
	         else delay <= delay -1 ; end
	20:begin if(delay==0)begin state<= 21; end
	   else delay <= delay -1 ; 
		end
	21:begin state <= 22;sel <= 8; end
	22:begin state <= 23; DR <=8'h80; end
	23:begin state <= 24; control <= 0; dataout <= DR[7:4]; delay <= 2; sel <= sel -1; end
	24:begin if(delay==0)begin delay <= 12; state<= 25; control<=3'h4; end
	         else delay <= delay -1 ;end
	25:begin if(delay==0)begin delay <= 2; state<= 26; control<=0; end
	         else delay <= delay -1 ; end
	26:begin if(delay==0)begin delay <= 50 ; state<= 27; end
	         else delay <= delay -1 ; end
	27:begin if(delay==0)begin state <= 28; control <= 0; dataout <=DR[3:0]; delay <= 2;end
	         else delay <= delay -1 ; end
	28:begin if(delay==0)begin delay <= 12; state<= 29; control<=3'h4; end
	         else delay <= delay -1 ; end
	29:begin if(delay==0)begin delay <= 2; state<= 30; control<=0; end
	         else delay <= delay -1 ; end
	30:begin if(delay==0)begin delay <= 2_000 ; state<= 31; end
	         else delay <= delay -1 ; end
	31:begin if(delay==0)begin state<= 32; end
	         else delay <= delay -1 ; end
	32:begin state <= 33; DR <= MUX; end
	33:begin state <= 34; control <= 3'b010; dataout <= DR[7:4]; delay <= 2; end
	34:begin if(delay==0)begin delay <= 12; state<= 35; control<=3'b110; end
	         else delay <= delay -1 ;end
	35:begin if(delay==0)begin delay <= 2; state<= 36; control<=3'b010; end
	         else delay <= delay -1 ; end
	36:begin if(delay==0)begin delay <= 50 ; state<= 37;control<=0; end
	         else delay <= delay -1 ; end
	37:begin if(delay==0)begin state <= 38; control <= 3'b010; dataout <=DR[3:0]; delay <= 2;end
	         else delay <= delay -1 ; end
	38:begin if(delay==0)begin delay <= 12; state<= 39; control<=3'b110; end
	         else delay <= delay -1 ; end
	39:begin if(delay==0)begin delay <= 2; state<= 40; control<=3'b010; end
	         else delay <= delay -1 ; end
	40:begin if(delay==0)begin delay <= 2_000 ; state<= 41;control<=0; end
	         else delay <= delay -1 ; end
	41:begin if(delay==0)begin if(sel==0)state<= 42;else begin state<= 32; sel<=sel - 1; end end
	         else delay <= delay -1 ; end
	42:begin state <= 43; delay <= 40_000_000; end
        43:begin if(delay==0)begin state<= 21; end
	         else delay <= delay -1 ; end	
	default: state <= 0;
	endcase
	 end
endmodule
`timescale 1ns / 1ps
module top_mod(BTN, SW, Clock, Reset, LCD_Control, Data_Out);
input [3:0] SW;
input BTN;
input Clock, Reset;
output [2:0] LCD_Control;
output [3:0] Data_Out;
wire buttonOut;
wire [9:0] main_out;
buttonCorrect button(.clk(Clock), .button(BTN), .reset(Reset), .buttonCor(buttonOut));
Lab3_sample main(.clk(Clock), .reset(Reset), .BTN(buttonOut), .SW(SW), .out(main_out));
LCDI lcdi(.clk(Clock), .datain(main_out), .dataout(Data_Out), .control(LCD_Control));
endmodule
`timescale 1ns / 1ps
module Lab3_sample(clk, reset, BTN, SW, out);
input clk, reset;
input BTN;
input [3:0] SW;
output reg [9:0] out;
reg [3:0] state;
reg [1:0] operation;
reg signed [9:0] num1,num2, num3, temp, temp1;
reg [8:0] fixedTemp;
reg signed [19:0] out_temp;
wire [5:0] mantissa1,mantissa2, mantissa3;
wire signed [3:0] exponent1,exponent2, exponent3;
reg [3:0] exponentDiff;
reg [3:0] count;
reg [6:0] mantissaOp;
reg dummy;
always @(posedge clk or posedge reset) 
begin
	if(reset) begin
		state <= 2'd0;
	end
	else begin
		if(BTN) begin
			state <= state + 1'd1;
		end
	end
end
always @(posedge clk or posedge reset) 
begin
	if(reset) begin
		operation <= 2'd0;
		count <= 0;
	end
	else begin
		if(BTN) begin
			case(state)
			4'd0: begin operation <= SW[1:0]; end
			4'd1: begin num1[3:0] <= SW[3:0]; end
			4'd2: begin num1[7:4] <= SW[3:0]; end
			4'd3: begin num1[9:8] <= SW[1:0]; end 
			4'd4: begin num2[3:0] <= SW[3:0]; end			
			4'd5: begin num2[7:4] <= SW[3:0]; end
			4'd6: begin num2[9:8] <= SW[1:0]; end
			4'd7: begin num3[3:0] <= SW[3:0]; end
			4'd8: begin num3[7:4] <= SW[3:0]; end
			4'd9: begin num3[9:8] <= SW[1:0]; end
			default : dummy = 0;
			endcase
		end
	end
end
assign mantissa1 = {1'b1,num1[8:4]};
assign mantissa2 = {1'b1,num2[8:4]};
assign mantissa3 = {1'b1,num3[8:4]};
assign exponent1 = num1[3:0];
assign exponent2 = num2[3:0];
assign exponent3 = num3[3:0];
always @(*) begin
	if(operation == 2'd1 && state == 4'd10)
	begin
		temp = num1 + num2;
		if(temp[9] == 0 & num3[9] == 0)  
		begin
		out_temp = temp[8:0] * num3[8:0];
		out[9] = 0;  
		out[8:0] = out_temp[13:5];  
		end
		else if(temp[9] == 0 & num3[9] == 1)
		begin
			temp1 = ~(num3) + 1'b1;  
			out_temp = temp[8:0]*temp1[8:0];  
			out[8:0] = out_temp[13:5];  
			out[8:0] = ~(out[8:0]) + 1'b1;  
			out[9] = 1;  
		end
		else if(temp[9] == 1 & num3[9] == 0)
		begin
			temp1 = ~(temp) + 1'b1;  
			out_temp = num3[8:0]*temp1[8:0];  
			out[8:0] = out_temp[13:5];  
			out[8:0] = ~(out[8:0]) + 1'b1;  
			out[9] = 1;  
		end
		else if(temp[9] == 1 & num3[9] == 1)
		begin
			temp = ~(temp) + 1'b1;  
			temp1 = ~(num3) + 1'b1;
			out_temp = temp[8:0]*temp1[8:0];  
			out[8:0] = out_temp[13:5];  
			out[9] = 0;
		end
		else
		begin
			dummy = 0;
		end
	end
	else if(operation == 2'd2 & state == 4'd10) 
	begin
			if(num1[9] == num2[9])  
			begin 
					out[9] = num1[9];
					if(exponent1 >= exponent2) 
					begin
						exponentDiff = exponent1 - exponent2;
						mantissaOp = mantissa1 + (mantissa2>>exponentDiff);
						if(mantissaOp[6] == 1) 
						begin  
							out[8:4] = mantissaOp[5:1];
							out[3:0] = exponent1 + 1;
						end
						else 
						begin
							out[8:4] = mantissaOp[4:0];
							out[3:0] = exponent1;
						end
					end
					else 
					begin
						exponentDiff = exponent2 - exponent1;
						mantissaOp = mantissa2 + (mantissa1>>exponentDiff);
						if(mantissaOp[6] == 1) 
						begin  
							out[8:4] = mantissaOp[5:1];
							out[3:0] = exponent2 + 1;
						end
						else 
						begin
							out[8:4] = mantissaOp[4:0];
							out[3:0] = exponent2;
						end
					end
				end
				else  
				begin
					if( exponent1 >= exponent2 )
					begin
						exponentDiff = exponent1 - exponent2;
						if(num1[9])  
						begin
							if(mantissa1 > (mantissa2>>exponentDiff))  
							begin
								out[9] = 1'b1;  
								mantissaOp = mantissa1 - (mantissa2>>exponentDiff);
								if(mantissaOp[6] == 1) 
								begin  
									out[8:4] = mantissaOp[5:1];
									out[3:0] = exponent1 + 1;
								end
								else 
								begin
									out[8:4] = mantissaOp[4:0];
									out[3:0] = exponent1;
								end
							end
							else  
							begin
								out[9] = 1'b0;  
								mantissaOp = - mantissa1 + (mantissa2>>exponentDiff);
								if(mantissaOp[6] == 1) 
								begin  
									out[8:4] = mantissaOp[5:1];
									out[3:0] = exponent1 + 1;
								end
								else 
								begin
									out[8:4] = mantissaOp[4:0];
									out[3:0] = exponent1;
								end
							end
						end
						if(num2[9])  
						begin
							if(mantissa1 > (mantissa2>>exponentDiff))  
							begin
								out[9] = 1'b0;  
								mantissaOp = mantissa1 - (mantissa2>>exponentDiff);
								if(mantissaOp[6] == 1) 
								begin  
									out[8:4] = mantissaOp[5:1];
									out[3:0] = exponent1 + 1;
								end
								else 
								begin
									out[8:4] = mantissaOp[4:0];
									out[3:0] = exponent1;
								end
							end
							else  
							begin
								out[9] = 1'b1;  
								mantissaOp = - mantissa1 + (mantissa2>>exponentDiff);
								if(mantissaOp[6] == 1) 
								begin  
									out[8:4] = mantissaOp[5:1];
									out[3:0] = exponent1 + 1;
								end
								else 
								begin
									out[8:4] = mantissaOp[4:0];
									out[3:0] = exponent1;
								end
							end
						end
					end
					else
					begin
						exponentDiff = exponent2 - exponent1;
						if(num1[9])  
						begin
							if(mantissa2 > (mantissa1>>exponentDiff))  
							begin
								out[9] = 1'b0;  
								mantissaOp = mantissa2 - (mantissa1>>exponentDiff);
								if(mantissaOp[6] == 1) 
								begin  
									out[8:4] = mantissaOp[5:1];
									out[3:0] = exponent2 + 1;
								end
								else 
								begin
									out[8:4] = mantissaOp[4:0];
									out[3:0] = exponent2;
								end
							end
							else  
							begin
								out[9] = 1'b1;  
								mantissaOp = - mantissa2 + (mantissa1>>exponentDiff);
								if(mantissaOp[6] == 1) 
								begin  
									out[8:4] = mantissaOp[5:1];
									out[3:0] = exponent2 + 1;
								end
								else 
								begin
									out[8:4] = mantissaOp[4:0];
									out[3:0] = exponent2;
								end
							end
						end
						if(num2[9])  
						begin
							if(mantissa2 > (mantissa1>>exponentDiff))  
							begin
								out[9] = 1'b1;  
								mantissaOp = mantissa2 - (mantissa1>>exponentDiff);
								if(mantissaOp[6] == 1) 
								begin  
									out[8:4] = mantissaOp[5:1];
									out[3:0] = exponent2 + 1;
								end
								else 
								begin
									out[8:4] = mantissaOp[4:0];
									out[3:0] = exponent2;
								end
							end
							else  
							begin
								out[9] = 1'b0;  
								mantissaOp = - mantissa2 + (mantissa1>>exponentDiff);
								if(mantissaOp[6] == 1) 
								begin  
									out[8:4] = mantissaOp[5:1];
									out[3:0] = exponent2 + 1;
								end
								else 
								begin
									out[8:4] = mantissaOp[4:0];
									out[3:0] = exponent2;
								end					
							end
						end
					end			
				end	 
				out[9] = num3[9] ^ out[9];  
				out_temp = {1'b1,out[8:4]}*mantissa3;
				if(out_temp[11] == 1)
				begin
				out_temp = out_temp >> 1;
				count = 1;
				end
				else
				begin
				dummy	= 0;
				end
				out[3:0] = out[3:0] + num3[3:0] + count;  
				out[8:4] = out_temp[9:5];
				count = 0;
	end
	else
	begin
	dummy = 0;
	end
end
endmodule
```
**./run.sh**
```bash
#!/bin/bash
# OpenROAD 26Q1-2900-gdf79404cd8, Yosys 0.63+post, stock flow scripts
make -C /OpenROAD-flow-scripts/flow DESIGN_CONFIG=/design/flow/config.mk WORK_HOME=/design/flow/orfs finish
```
==> Changelog: implementation <==
### Changed

* Maxcap violations at 0
* Hold Path Class: flip-flop to flip-flop
* N_diodes at 0
* Combinational Power Share at under 10%
* Pins Over Slew Limit at 0
* Cell family contributing the most delay on the critical path: simple AND/OR/NAND/NOR gates
* Fp_density at between 50 and 60%
* Area leader share at 21.5%
* Register pins left without a clock at 10
* Switching Fraction at around a quarter
* Async SR Flop Fraction at between 20% and 30%
* Yosys warning tally at 39
* Cell repeated most along the worst path: or2_4
* Number of enable flip-flop cells at 79
* Row count at around 70
* RSZ-0062 raised after global routing: no
* Hold_sp: button.state
* Slew at the pin with the worst max-slew slack at roughly 850 ps
* Worst skew pair latency at 390 ps
* Cells after synthesis at 2,295
* Pwr/cell area at around 74 nW/µm²
* Synth Flop Type: edfxtp_1
* Fmax at between 200 and 300 MHz
* Log Warnings at between 60 and 70
* Clk slew on worst S/H paths at ~80 ps
* GPL Wtd Cong at around 0.95
* I/O pins at 14
* Initial DRC Count at 762
* Syn Area/Cell at between 8 and 9 µm²
* RR Startpoint: lcdi.delay[0]
* Placed inst area at ~20,000 µm²
* Yosys cell types at 99
* CTS buffer count at 9
* Post-route ant nets at 0
* Finish-stage setup viols at 0
* CTS tree: yes
* Final hold vios at 0
* Delay of the slowest critical-path stage at roughly 510 ps
* Post-route DRC at 0
* Post_cts resized at 0
* H-tree depth at 3
* Psw at around 0.37 mW
* Synth top cells by count: 333 x inv_1, 293 x nand2_1, 207 x fa_1
* Post-route setup TNS at 0 ps
* Run status: complete, no violations
* Period minus WS final at approximately 3600 ps
* Crit Path Class: flip-flop to flip-flop
* Flop pwr share at approximately 55%
* Crit path cell chain: inv_1 > ha_1 > or3b_2 > or3_1 > or3_4 > or2_4 > or4_4 > or2_4 > nand2_4 > o221ai_1
* CP Buf/Inv Count at 1
* Overflow after GRT at 0
* Clk_skew at approximately 9.2 ps
* Vias in the first global route at approximately 15,000
* Startpoint class of the critical path: flip-flop
* Placeable Area at between 30,000 and 40,000 µm²
* Synthesized registers at 118
* Cell taking the most area after synthesis: fa_1
* Top cells, area: fa_1 22%, edfxtp_1 12%, ha_1 11%
* Cells in synth_stat.txt at 2,295
* Fillers at 3,503
* CTS max path bufs at 2
* Int Pwr at 1.13 mW
* Final wirelength at approximately 48,000 µm
* Worst vdd ir at 0.163 mV
* Setup Fix Bufs, Post-CTS at 0
* WL/cell at between 15 and 20 µm
* Mapped cell area at ~19,000 µm²
* CTS Root Cell: clkbuf_16
* Worst-path maximum fanout at 13
* Antenna violations before repair at 1
* Hold Buf Count CTS at 0
* Final Cycle Share at 59.4%
* Die width at between 150 and 200 µm
* Post-detail-place hpwl at 37,200 µm
* GRT Total Usage at 27.0%
* Vias per Instance at between 5 and 6
* Worst relative slew slack at 43.3%
* Die Y at around 200 µm
* WP data arrival at ~3800 ps
* Worst setup path start: lcdi.delay[0]
* Endpoints left unconstrained at 10
* Clock Power Share at just over 40%
* Die area at between 30,000 and 40,000 µm²
* Critical Path RT at between 6000 and 7000 ps
* Via count at 15,156
* Yosys stat area at slightly below 20,000 µm²
* Pin count of the biggest net entering global routing at 39
* Pleak at 9.22 nW
* First-pass GRT wire length at 78,200 µm
* Crit end category: flip-flop
* Drt first pass iters at 5
* Share of cells above drive strength 1 at around 4.9%
* Port-buffer cells at 12
* Syn-to-layout area delta at 4.92%
* Design area at 20,200 µm²
* Yosys top cell by instances: inv_1
* Worst path slowest cell: or4_4
worst reg2reg max path, stage by stage, from the launching register on:
cell and delay, ps:
edfxtp_1 410, inv_1 80, ha_1 170, or3b_2 490
or3_1 420, or3_4 410, or2_4 260, or4_4 510
or2_4 310, nand2_4 160, o221ai_1 150
power by group through the flow:
stage,sequential (mW),clock [mW],combinational [mW]
global route,0.833,0.658,0.0688
finish,0.828,0.610,0.0576
CTS,0.828,0.633,0.0595
cells in the final DEF (no fill, tap or decap), types with 7 or more instances in the layout:
cell type | netlist | routed
inv_1 | 333 | 333
nand2_1 | 293 | 293
fa_1 | 207 | 207
ha_1 | 174 | 174
nor2_1 | 165 | 165
xnor2_1 | 104 | 104
o21ai_0 | 95 | 95
a21oi_1 | 92 | 92
and2_1 | 89 | 89
edfxtp_1 | 79 | 79
xor2_1 | 56 | 56
buf_4 | 3 | 45
nand3_1 | 44 | 44
nor3_1 | 39 | 39
nor2b_1 | 35 | 35
dfrtp_1 | 29 | 29
nand2b_1 | 28 | 28
a21o_1 | 19 | 19
or3_1 | 17 | 17
a211oi_1 | 18 | 17
o211ai_1 | 16 | 16
and3_1 | 14 | 14
nor4_1 | 14 | 13
a31oi_1 | 13 | 13
nand4_1 | 13 | 13
mux2i_1 | 12 | 12
o21a_1 | 12 | 12
clkdlybuf4s50_1 | 0 | 12
o31ai_1 | 10 | 10
dlxtn_1 | 10 | 10
or2_2 | 9 | 9
clkbuf_16 | 0 | 9
o21bai_1 | 8 | 8
a21boi_0 | 8 | 7
path summary, 6_finish.rpt:
| check | to | slack [ps] | depth (start not counted) |
|---|---|---|---|
| max in group asynchronous | button.counter[0] | 4350 | 3 |
| worst max-delay path | lcdi.delay[12] | 2480 | 10 |
| worst max register to register | lcdi.delay[12] | 2480 | 10 |
| worst min register to register | button.buttonCor | 410 | 1 |
| min in group asynchronous | main.state[0] | 1170 | 2 |
| worst min-delay path | button.buttonCor | 410 | 1 |
routing by layer:
metal,track usage [%],vias to the layer above,share of wire (%)
li1,-,7414,-
met1,40.0,7276,44
met2,41.9,411,46
met3,7.78,55,7.9
met4,4.51,0,2.1
met5,0,-,0
cell families after synthesis:
kind of cell / synth area share (%)
flip-flops: 16.1
multiplexers: 1.17
adder cells (fa/ha/maj): 32.8
AND-OR/OR-AND: 12.2
AND/OR/NAND/NOR: 20.2
buffers and inverters: 8.96
XOR/XNOR: 7.82
latches: 0.779
other: 0.0195
registers in the layout (all words and copies together) (netlist names):
register          flops
lcdi.state            6
main.operation        2
lcdi.sel              3
lcdi.DR               8
main.out             10
main.num3            10
button.sum2          10
button.buttonC        1
button.counter       10
lcdi.delay           26
main.num1            10
main.state            4
lcdi.control          2
lcdi.dataout          4
button.buttonCor      1
main.num2            10
button.state          1
cell type report:
cell class                 instances  area (µm²)  area share [%]
clock inverter                     7        78.8           0.390
clock buffer                       9         225            1.11
sequential                       118        3250            16.1
timing repair buffer              57         458            2.27
tap                              511         639            3.16
multi-input combinational       1733       14300            70.8
inverter                         334        1250            6.20
metrics by stage:
stage	util, %	total power, mW	setup WS (ps)	hold WS [ps]	instances
6_report	53.5	1.50	2480	411	2769
5_1_grt	53.5	1.56	2300	421	2769
4_1_cts	53.5	1.52	2450	414	2769
3_5_place_dp	52.7	0.903	2470	403	2753
3_3_place_gp	52.7	0.902	2480	389	2753
2_1_floorplan	-	0.882	2210	375	2295
No activity file was given, so power comes from the tool's default toggle rates.
