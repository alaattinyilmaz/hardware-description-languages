==> design/flow/design.v <==
module intra_predictor (I, J, K, L, M, N, O, P, a1,a2,a3,a4,b1,b2,b3,b4,c1,c2,c3,c4,d1,d2,d3,d4);
input [7:0] I, J, K, L, M, N, O, P;
output reg [7:0] a1,a2,a3,a4,b1,b2,b3,b4,c1,c2,c3,c4,d1,d2,d3,d4;
reg [17: 0] temp;
always @ *
begin
temp = ( ( (I << 4) + (I << 3) + (I << 2) + I ) + ( (J << 7) + (J << 6) + (J << 5) + (J << 3) + (J << 2) ) - ( (K << 3) + K ) ) >> 8;
a1 = temp;
temp = ( ( (J << 5) + (J << 4) + (J << 3) + (J << 2) + J ) - ( (I << 3) + I ) + ( (K << 7) + (K << 6) + (K << 4) + (K << 3) + K ) - ( (L << 3) + (L << 2) + L ) ) >> 8;
a2 = temp;
temp = ( ( (K << 6) + (K << 4) + (K << 3) + K ) - ( (J << 3) + (J << 2) ) + ( (L << 7) + (L << 6) + (L << 1) + L ) - (M << 4) ) >> 8;
a3 = temp;
temp = ( ( (L << 6) + (L << 5) + (L << 4) + (L << 2) ) - ( (K << 3) + (K << 2) + (K << 1) ) + ( (M << 7) + (M << 4) + (M << 3) + (M << 1) ) ) >> 8;
a4 = temp;
temp = ( ( (J << 4) + (J << 3) + (J << 2) + J ) + ( (K << 7) + (K << 6) + (K << 5) + (K << 3) + (K << 2) ) - ( (L << 3) + L ) ) >> 8;
b1 = temp;
temp = ( ( (K << 5) + (K << 4) + (K << 3) + (K << 2) + K ) - ( (J << 3) + J ) + ( (L << 7) + (L << 6) + (L << 4) + (L << 3) + L ) - ( (M << 3) + (M << 2) + M ) ) >> 8;
b2 = temp;
temp = ( ( (L << 6) + (L << 4) + (L << 3) + L ) - ( (K << 3) + (K << 2) ) + ( (M << 7) + (M << 6) + (M << 1) + M ) - (N << 4) ) >> 8;
b3 = temp;
temp = ( ( (M << 6) + (M << 5) + (M << 4) + (M << 2) ) - ( (L << 3) + (L << 2) + (L << 1) ) + ( (N << 7) + (N << 4) + (N << 3) + (N << 1) ) ) >> 8;
b4 = temp;
temp = ( ( (K << 4) + (K << 3) + (K << 2) + K ) + ( (L << 7) + (L << 6) + (L << 5) + (L << 3) + (L << 2) ) - ( (M << 3) + M ) ) >> 8;
c1 = temp;
temp = ( ( (L << 5) + (L << 4) + (L << 3) + (L << 2) + L ) - ( (K << 3) + K ) + ( (M << 7) + (M << 6) + (M << 4) + (M << 3) + M ) - ( (N << 3) + (N << 2) + N ) ) >> 8;
c2 = temp;
temp = ( ( (M << 6) + (M << 4) + (M << 3) + M ) - ( (L << 3) + (L << 2) ) + ( (N << 7) + (N << 6) + (N << 1) + N ) - (O << 4) ) >> 8;
c3 = temp;
temp = ( ( (N << 6) + (N << 5) + (N << 4) + (N << 2) ) - ( (M << 3) + (M << 2) + (M << 1) ) + ( (O << 7) + (O << 4) + (O << 3) + (O << 1) ) ) >> 8;
c4 = temp;
temp = ( ( (L << 4) + (L << 3) + (L << 2) + L ) + ( (M << 7) + (M << 6) + (M << 5) + (M << 3) + (M << 2) ) - ( (N << 3) + N ) ) >> 8;
d1 = temp;
temp = ( ( (M << 5) + (M << 4) + (M << 3) + (M << 2) + M ) - ( (L << 3) + L ) + ( (N << 7) + (N << 6) + (N << 4) + (N << 3) + N ) - ( (O << 3) + (O << 2) + O ) ) >> 8;
d2 = temp;
temp = ( ( (N << 6) + (N << 4) + (N << 3) + N ) - ( (M << 3) + (M << 2) ) + ( (O << 7) + (O << 6) + (O << 1) + O ) - (P << 4) ) >> 8;
d3 = temp;
temp = ( ( (O << 6) + (O << 5) + (O << 4) + (O << 2) ) - ( (N << 3) + (N << 2) + (N << 1) ) + ( (P << 7) + (P << 4) + (P << 3) + (P << 1) ) ) >> 8;
d4 = temp;
end
endmodule
==> design/flow/run.sh <==
#!/bin/bash
# OpenROAD 26Q1-2900-gdf79404cd8, Yosys 0.63+post, stock flow scripts
make -C /OpenROAD-flow-scripts/flow DESIGN_CONFIG=/design/flow/config.mk WORK_HOME=/design/flow/orfs finish
==> design/flow/config.mk <==
export PLATFORM = sky130hd
export DESIGN_NAME = intra_predictor
export DESIGN_NICKNAME = intra_predictor
export VERILOG_FILES = /design/flow/design.v
export SDC_FILE = /design/flow/constraint.sdc
export NUM_CORES = 4
export LEC_CHECK = 1
export CORE_UTILIZATION = 40
==> design/flow/constraint.sdc <==
current_design intra_predictor

set clk_period 11.8
set clk_io_pct 0.2

create_clock -name clk0 -period $clk_period

set non_clock_inputs [all_inputs -no_clocks]
set_input_delay [expr $clk_period * $clk_io_pct] -clock clk0 $non_clock_inputs
set_output_delay [expr $clk_period * $clk_io_pct] -clock clk0 [all_outputs]
==> flow_summary.json <==
{
  "crit_path_class": "input pin to output port",
  "die_y_um": 297,
  "drtPass1Iterations": 5,
  "largest_area_cell": "fa_1",
  "drc": 0,
  "shortest_period_the_worst_path_allows_ns": 11.58,
  "yosysWarnings": 1,
  "hold-path-cell-count": 7,
  "timing.final.hold_violations": 0,
  "slowest_stage": "clkdlybuf4s50_1",
  "outcome": "finished, final reports clean",
  "timing.hold.worst_endpoint": "a4[5]",
  "number_of_logged_tool_warnings": 81,
  "maxClockFrequency_mhz": 86.4,
  "fp.coreArea_mm2": 0.0857,
  "dp.cells": 4866,
  "gate_count_post_synth": 3332,
  "fp-row-count": 107,
  "cp.arrival_ns": 9.22,
  "grt.overflow.total": 0,
  "vias_in_the_first_global_route": 25200,
  "io-pin-count": 192,
  "final-max-slew-violation-count": 0,
  "layout-area-overhead-vs-synth_pct": 14.4,
  "critical_path.most_common_cell": "fa_1",
  "ff_latch_area_um2": 0,
  "maxCapViolCount": 0,
  "die_w_um": 297,
  "synth_unique_cells": 66,
  "setup_viols_final": 0,
  "antenna_left": 0,
  "critPathMaxStageDelay_ns": 0.58,
  "layout_top_cell_excl_fill_tap": "inv_1",
  "max_slew_headroom_pct": 42.7,
  "num-clock-buffers": 0,
  "finalClockPeriodUsage_pct": 98.1,
  "largest_net_degree_at_the_start_of_global_routing": 23,
  "synth.yosys.num_cells": 3332,
  "fin_tns_setup_ns": 0,
  "final_cell_count_no_fill": 4872,
  "grtUsageTotal_pct": 25.6,
  "crit_path_max_fanout": 3,
  "path_cells": "clkdlybuf4s50_1, ha_1, fa_1, a21oi_1, nor2b_1, nor2_1, xnor2_1, buf_4, fa_1, fa_1, fa_1, inv_1, fa_1, fa_1, ha_1, or3_1, a41oi_2, o21ai_2, a2111oi_4, o31ai_2, a21oi_2, xnor2_1, clkdlybuf4s50_1",
  "top_cell_area_share_pct": 52.0,
  "hp-class": "input pin to output port",
  "fa_ha_area_share_pct": 74.0,
  "port-buffer-count": 192,
  "fillers": 7945,
  "post_drt_wl_per_cell_um": 20.5,
  "grt_first_pass_wirelength_um": 157000,
  "multiplexer_fraction_of_the_synthesized_cell_area_pct": 0.0287,
  "synth.area.top_cells": "fa_1 52%, ha_1 22%, inv_1 11%, xnor2_1 3.8%, a21oi_1 1.4%",
  "design.die.area_mm2": 0.0883,
  "req_time_crit_path_ns": 9.44,
  "end_kind": "output port",
  "synth.logic.top_family": "adder cells",
  "synth_area_mm2": 0.0349,
  "post_route_cells_drive_above_1_share_pct": 7.19,
  "post_synthesis_share_of_cell_area_spent_on_xor_and_xnor_gates_pct": 5.34,
  "detail_route.iter0.violations": 846,
  "average_via_count_per_standard_cell": 4.71,
  "placement.cell_area_mm2": 0.0397,
  "synth.avg_cell_area_um2": 10.5,
  "final_wtd_congestion": 0.976,
  "total_vias_in_the_final_route": 23000,
  "antenna_found_initial": 4,
  "core_util_floorplan_pct": 40.7,
  "worst_setup_path_start_kind": "input pin",
  "finish.utilization_pct": 46.5,
  "synth.cellmix.simpleShare_pct": 3.87,
  "seq_area_frac_synth_pct": 0,
  "mostFrequentLayoutCells": "1043 x inv_1, 905 x fa_1, 607 x ha_1, 195 x buf_4, 178 x clkdlybuf4s50_1",
  "worstHoldStart": "M[5]",
  "routed_wl_um": 99800,
  "sequential_cell_total": 0,
  "max_slew.worst_pin.slew_ns": 0.857,
  "cts-hold-fix-buffers": 0,
  "synth.yosys.chip_area_mm2": 0.0349,
  "stdcell_area_mm2": 0.0399,
  "compound_area_share_pct": 5.55,
  "detailed_placer_s_ending_hpwl_um": 88500
}
[worst max-delay path: cells and delay by family]
kind | cells | cell delay, ns
xor+xnor | 2 | 0.38
compound gates | 6 | 1.34
fa+ha+maj | 8 | 3.26
simple gates | 3 | 0.50
buf+inv | 4 | 1.34
[per-stage QoR]
stage / worst slack, ns / hold slack [ns]
2_1_floorplan: 1.35 / 4.98
3_3_place_gp: -0.00364 / 6.03
3_5_place_dp: -0.0182 / 6.02
4_1_cts: 0.000142 / 6.04
5_1_grt: -0.0111 / 6.12
6_report: 0.219 / 6.00
[synthesized netlist by cell type (3+ instances only)]
cell and number:
inv_1 1044, fa_1 906, ha_1 611, xnor2_1 153, nor2_1 104, a21oi_1 100
xor2_1 49, o21ai_0 44, o21a_1 32, nand2_1 30, a21o_1 28, nor2b_1 28
nor3_1 25, nand2b_1 20, o21bai_1 17, nand3_1 12, o21ai_1 11, and3_1 9
and2_1 8, or3_1 7, a211oi_1 6, a31oi_1 6, nand4_1 5, o211ai_1 5
or2_2 5, a311o_1 4, a21boi_0 3, a41oi_1 3, and4_1 3, and4b_1 3
o31a_1 3, xnor2_2 3
[routing by layer]
layer  track usage (%)  share of wire, %
met3              13.9                13
met1              35.6                40
met4              1.98               1.3
met5              1.14              0.14
met2              38.2                45
[final cells by class]
class	count	area [um2]	area share, %
antenna	3	7.51	0.0188
inverter	1044	3920	9.83
multi-input combinational	2288	31100	78.0
tap	1144	1430	3.59
timing repair buffer	393	3420	8.59
[logic make-up (layout without fill, tap and decap cells)]
family | after synthesis | after routing
other | 0 | 3
multiplexers | 1 | 1
buffers and inverters | 1044 | 1437
AND/OR/NAND/NOR | 268 | 268
adder cells (fa/ha/maj) | 1517 | 1517
XOR/XNOR | 207 | 207
AND-OR/OR-AND | 295 | 295
[worst max path at each step]
| stage | cells past startpoint | start | endpoint |
|---|---|---|---|
| after CTS | 26 | L[1] | d2[7] |
| after global routing | 26 | K[0] | c2[7] |
| final | 23 | M[0] | d3[7] |
[repair_timing]
action	in CTS	in global routing
buffers inserted	1	2
pin swaps	1	8
endpoints found under the setup margin	3	30
resized	2	39
endpoints found under the hold margin	0	0
